===== flow/design.v =====
module mux64bits
	(input [1:0] sel,
	 input logic [63:0] in0,
	 input logic [63:0] in1,
	 input logic [63:0] in2,
	 input logic [63:0] in3,
	 output logic [63:0] out);
	always_comb begin
		case(sel)
			0: begin
				out = in0;
			end
			1: begin
				out = in1;
			end
			2: begin
				out = in2;
			end
			3: begin
				out = in3;
			end
		endcase
	end
endmodule

===== flow/run.sh =====
#!/bin/bash
# OpenROAD 26Q1-2900-gdf79404cd8, Yosys 0.63+post, stock flow scripts
make -C /OpenROAD-flow-scripts/flow DESIGN_CONFIG=/design/flow/config.mk WORK_HOME=/design/flow/orfs finish

===== flow/config.mk =====
export PLATFORM = sky130hd
export DESIGN_NAME = mux64bits
export DESIGN_NICKNAME = mux64bits
export VERILOG_FILES = /design/flow/design.v
export SDC_FILE = /design/flow/constraint.sdc
export NUM_CORES = 4
export LEC_CHECK = 1
export CORE_AREA = 10 10 131 131
export DIE_AREA = 0 0 141 141

===== flow/constraint.sdc =====
current_design mux64bits

set clk_period 1.1
set clk_io_pct 0.2

create_clock -name clk0 -period $clk_period

set non_clock_inputs [all_inputs -no_clocks]
set_input_delay [expr $clk_period * $clk_io_pct] -clock clk0 $non_clock_inputs
set_output_delay [expr $clk_period * $clk_io_pct] -clock clk0 [all_outputs]

==> flow_summary.rst <==
Flow metrics
------------

.. list-table::
   :header-rows: 1

   * - Metric
     - Value
   * - Total half-perimeter wirelength after legalization and detailed placement
     - 11.7 mm
   * - Num ports
     - 322
   * - Simple Share, Synth
     - 0%
   * - Routed wire length
     - 13.5 mm
   * - Static Leakage
     - 2.19 nW
   * - Violations in the final reports
     - negative setup slack
   * - Final Hold Viols
     - 0
   * - Post-layout period usage
     - 125%
   * - Number of buffer cells added on primary ports
     - 322
   * - Overall power consumption
     - 1.54 mW
   * - Initial antenna violation count
     - 1
   * - Number of warning messages in the logs
     - 35
   * - Path type of the worst min-delay path
     - input port to output port
   * - Cell type group with the largest total delay on the critical path
     - multiplexers
   * - Final instance area
     - 4630 um2
   * - Dominant kind of combinational cell
     - multiplexers
   * - Total inserted antenna cells
     - 0
   * - Worst Setup End Kind
     - output port
   * - Area growth from synthesis to final layout
     - 185%
   * - Number of placement rows
     - 44
   * - Worst slew pin tran
     - 0.198 ns
   * - RSZ-0062 raised after global routing
     - yes
   * - Pin count of the biggest net entering global routing
     - 34
   * - Clock tree buffer count of the final layout
     - 0
   * - Number of buffers and inverters on the critical path
     - 3
   * - Worst-path maximum fanout
     - 6
   * - Result of the run
     - finished with violations
   * - Final instance count without filler cells
     - 585
   * - Cell Type Count
     - 6
   * - Leading cell type in the layout, fill and taps excluded
     - dlygate4sd2_1
   * - Cells along the critical path
     - buf_16 > buf_12 > mux4_2 > buf_6
   * - Post-CTS setup buffer count
     - 0
   * - Aoi/oai-family share of the synthesized area
     - 0%
   * - Area fraction in mux cells
     - 89.7%
   * - Netlist area before placement
     - 1620 um2
   * - Vias in the first global route
     - 2,853
   * - Highest-delay cell along the critical path
     - mux4_2
   * - Number of fill cells
     - 1,572
   * - Critical setup path kind
     - input port to output port
   * - DRC violations left
     - 0
   * - Post-Place Cells
     - 578
   * - Avg Inst Size Synth
     - 20.8 um2
   * - Final setup violation count
     - 64
   * - Chip area line of the yosys report
     - 1620 um2
   * - Post-detailed-route via-to-cell ratio
     - 4.15
   * - Number of max-capacitance violations reported
     - 0
   * - Gate count after technology mapping
     - 78
   * - Setup TNS Final
     - -15.09 ns
   * - Final ANT Viol Nets
     - 0
   * - Max incr delay on CP
     - 0.51 ns
   * - Crit path DAT
     - 1.15 ns
   * - Commonest cells after routing, fill and taps aside
     - dlygate4sd2_1 (256), mux4_2 (64), buf_2 (61), buf_16 (7), buf_12 (6)
   * - Combined global-route utilization of all metal layers
     - 13.0%
   * - Iteration-0 DRC count of the detailed router
     - 39
   * - Horizontal die dimension
     - 141 um
   * - Flop area
     - 0 um2
   * - Time the worst path needs with I/O delays and setup
     - 1.37 ns
   * - Number of cell instances after yosys synthesis
     - 78
   * - Parity-gate share of the synthesized area counting xor and xnor cells
     - 0%
   * - Die span in y
     - 141 um
   * - Full die area
     - 19,900 um2
   * - Flop Count
     - 0
   * - Power Dens Cells
     - 333 nW/um2
   * - Endpoint required time on the critical path
     - 0.88 ns
   * - Routed WL per cell
     - 23.1 um
   * - Post-placement cell area
     - 5010 um2
   * - Slew HR
     - 86.8%
   * - Share of synthesized area occupied by flip-flops and latches
     - 0%
   * - Fraction of layout cells with a size suffix above 1
     - 36.2%
   * - F_max
     - 728 MHz
   * - First drt pass iteration count
     - 4
   * - Minimum setup slack in the final design
     - -0.274 ns
   * - Worst setup timing slack at the placement stage
     - -0.817 ns
   * - Slew Limit Fails
     - 0
   * - Warnings from Yosys
     - 1
   * - Placer congestion estimate
     - 0.923
   * - Area of the placeable core
     - 14,400 um2
   * - First-pass GRT wire length
     - 19.3 mm
   * - Total number of vias
     - 2,429
   * - Synthesized-area fraction occupied by adder cells
     - 0%
   * - Maximum vdd ir drop
     - 0.0000892 V
   * - Launching element type of the critical path
     - input port
   * - Gr ovfl total
     - 0
   * - Starting utilization of the core area
     - 11.3%
repair_timing:
action                                  4_1_cts  5_1_grt
endpoints found under the setup margin       64       64
gates cloned                                  6        1
hold buffers                                  0        0
gates resized                               491        1
per-layer routing:
layer | part of all wire, % | vias up | global-route usage (%)
met4 | 0.58 | 2 | 0.652
met3 | 11 | 6 | 5.15
li1 | - | 1062 | -
met5 | 0.096 | - | 0
met2 | 53 | 190 | 23.2
met1 | 35 | 1169 | 14.9
final cells by class:
type / instances / area, um2 / area share, %
repair buffers: 337 / 2960 / 63.9
well taps: 184 / 230 / 4.97
multi-input cells: 64 / 1440 / 31.1
power by group:
| part | switching (mW) | internal, mW |
|---|---|---|
| logic | 0.423 | 1.12 |
| clock network | 0 | 0 |
| registers | 0 | 0 |
| total | 0.423 | 1.12 |
worst paths after layout:
path | startpoint | end | depth (start not counted)
worst min-delay path | in2[51] | out[51] | 3
worst max-delay path | sel[0] | out[3] | 4
stage by stage:
stage / util (%) / hold slack (ns)
final: 32.1 / 0.920
after global routing: 32.1 / 0.938
after CTS: 31.9 / 0.926
after detailed placement: 34.8 / 1.42
after global placement: 34.8 / 1.42
after floorplan: - / 0.599
worst min-delay path: stages:
cell and delay [ns]:
dlygate4sd2_1 0.18, mux4_2 0.21, buf_2 0.09
cell usage after synthesis (all sizes together):
cell type | instances | share of area, %
clkbuf | 1 | 0.31
mux4 | 64 | 90
buf | 13 | 9.9
cell families after synthesis:
group / Yosys count
mux: 64
buf+inv: 14
No activity file was given, so power comes from the tool's default toggle rates.
